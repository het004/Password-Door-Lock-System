## flow/run.sh

```bash
#!/bin/bash
# OpenROAD 26Q1-2900-gdf79404cd8, Yosys 0.63+post, stock flow scripts
make -C /OpenROAD-flow-scripts/flow DESIGN_CONFIG=/design/flow/config.mk WORK_HOME=/design/flow/orfs finish
```

## flow/config.mk

```make
export PLATFORM = sky130hd
export DESIGN_NAME = door_system
export DESIGN_NICKNAME = door_system
export VERILOG_FILES = /design/flow/design.v
export SDC_FILE = /design/flow/constraint.sdc
export NUM_CORES = 4
export LEC_CHECK = 1
export CORE_AREA = 10 10 70 70
export DIE_AREA = 0 0 80 80
```

## flow/constraint.sdc

```tcl
current_design door_system

set clk_period 1.2
set clk_io_pct 0.2

create_clock -name clk0 -period $clk_period [get_ports {clk}]

set non_clock_inputs [all_inputs -no_clocks]
set_input_delay [expr $clk_period * $clk_io_pct] -clock clk0 $non_clock_inputs
set_output_delay [expr $clk_period * $clk_io_pct] -clock clk0 [all_outputs]
```

## flow/design.v

```verilog
module door_system( 
    input wire clk,             
    input wire rst,             
    input wire door_sensor,     
    input wire passward_change,  
    input wire [3:0] passward_input,  
    output reg correct_passward,  
    output reg wrong_passward,    
    output reg door_locked        
);
    reg [3:0] passward = 4'b1111;  
    reg [1:0] mode = 2'b00;        
    always @(posedge clk or posedge rst) begin
        if (rst) begin
            passward <= 4'b1111;       
            mode <= 2'b00;             
            door_locked <= 1'b1;       
        end else begin
            case (mode)
                2'b00: begin
                    door_locked <= 1'b1;  
                    if (door_sensor == 1 && passward_input == passward) begin
                        mode <= 2'b01;   
                        door_locked <= 1'b0;   
                        correct_passward <= 1'b1;
                        wrong_passward <= 1'b0;
                    end else if (door_sensor == 1 && passward_input != passward) begin
                        wrong_passward <= 1'b1;
                        correct_passward <= 1'b0;
                    end
                end
                2'b01: begin
                    door_locked <= 1'b0;  
                    if (door_sensor == 0 && passward_input == passward) begin
                        mode <= 2'b00;   
                        door_locked <= 1'b1;  
                        correct_passward <= 1'b1;
                        wrong_passward <= 1'b0;
                    end else if (door_sensor == 1 && passward_input != passward) begin
                        mode <= 2'b01;  
                        wrong_passward <= 1'b1;
                        correct_passward <= 1'b0;
                    end
                end
                2'b10: begin
                    passward <= passward_input;   
                    mode <= 2'b00;                
                end
                default: begin
                    mode <= 2'b00;   
                end
            endcase
        end
    end
endmodule
```

==> results_dict.tcl <==
# implementation run metrics
set metrics [dict create \
    grt_remaining_overflow 0 \
    wire_per_inst_um 7.16 \
    ys_area_um2 251 \
    routed_wl_um 652 \
    num_vias 255 \
    cts_buffers 3 \
    ios 11 \
    internal-power_uw 412 \
    crit_family "buffers and inverters" \
    hold_viol 0 \
    synth.distinct_cells 14 \
    yosys_cells 24 \
    grt_use_total 0.0195 \
    worstPathRequired_ns 1.19 \
    instances_no_fill 91 \
    power_uw 550 \
    cp_max_fo 3 \
    fin_crit_ns 1.20 \
    max_cap_violations 0 \
    place_inst 83 \
    setup_viol_count_final 0 \
    postSynthSeqShare 0.443 \
    p_seq_frac 0.381 \
    worst_slew_pin_slew_ns 0.247 \
    p_comb_frac 0.280 \
    hp-class "input pin to asynchronous set/reset pin" \
    fmax_mhz 836 \
    syn_area_per_cell_um2 10.5 \
    drc 0 \
    die_w_um 80 \
    swShare 0.251 \
    cpPeakStageDelay_ns 0.23 \
    first_pass_iters 3 \
    relSlewSlack 0.836 \
    fin_crit_sh 0.996 \
    startpoint_type "input pin" \
    htreeDepth 1 \
    drive_gt1_frac 0.444 \
    vdd_drop_max_v 0.000142 \
    dieHeight_um 80 \
    worst-setup-path-type "input pin to flip-flop" \
    fp_util 0.0736 \
    cp_slowest_cell "dlygate4sd2_1" \
    antenna_found_initial 0 \
    dieArea_um2 6400 \
    area_growth_pct 108 \
    dpl.hpwl_um 453 \
    warning_count 29 \
    syn_area_um2 251 \
    grt_pass1_wl_um 1030 \
    cts.clk_slew.worst_paths_ns 0.04 \
    skew_ns 0.0106 \
    via_per_inst 2.80 \
    largest_area_cell "edfxtp_1" \
    finalWeightedCongestion 0.786 \
    num_antenna_cells 0 \
    power_switching_uw 138 \
    critPathBufInv 2 \
    topCellsByArea "edfxtp_1 (24%), ha_1 (20%), dfstp_2 (10%)" \
    hold_ws_ns 0.203 \
    cts_buffer_depth 2 \
    final_util 0.153 \
    drtIter0Drc 2 \
    grt_max_degree 8 \
    pwr-share-clk 0.338 \
    p_leak_uw 0.000231 \
    arrival_ns 1.19 \
    synth_flops 4 \
    power_density_nw_per_um2 1050 \
    portBuffers 9 \
    crit_chain "dlygate4sd2_1, and4_4, buf_6, ha_1, nor2_2, o22ai_1" \
    slew_violations 0 \
    std_cell_rows 21 \
    synth_cells 24 \
    clk_latency_ns 0.24 \
    cts-root-buf "clkbuf_4" \
    grt_pass1_vias 261 \
    cts_tree "done" \
    drtAntennaViolNets 0 \
    outcome "complete, no violations" \
    top_area_frac 0.239 \
    cts.sink_count 4 \
    critPathCaptureType "flip-flop" \
    postCtsHoldBufs 0 \
    ys_warn_count 1 \
    core_um2 3420 \
]
-- cells in the final DEF, fill, tap and decap left out --
cell type / instances
dfrtp_1: 1
inv_1: 3
nor2_2: 1
o32ai_2: 1
buf_6: 2
dlygate4sd2_1: 7
nor2_1: 3
inv_4: 1
ha_4: 2
clkbuf_1: 1
a31oi_1: 1
buf_4: 6
dfstp_2: 1
nor2b_1: 1
o22ai_1: 1
clkdlybuf4s15_1: 1
inv_2: 1
mux2i_1: 1
clkbuf_4: 3
edfxtp_1: 2
clkdlybuf4s50_1: 1
ha_1: 1
ha_2: 1
or2b_1: 1
and4_4: 1
-- per-layer routing --
layer,part of all wire,vias to the layer above,track usage
met5,0,-,0
met4,0,0,0.00880
met3,0.12,0,0.0125
met2,0.41,14,0.0265
met1,0.47,119,0.0234
li1,-,122,-
-- final timing paths --
| check | startpoint | endpoint | slack (ns) | cells after the start |
|---|---|---|---|---|
| min | rst | mode[0]$_DFFE_PP0P_ | 0.20 | 2 |
| min reg2reg | mode[0]$_DFFE_PP0P_ | door_locked$_DFF_PP1_ | 0.60 | 1 |
| max in group asynchronous | rst | door_locked$_DFF_PP1_ | 0.79 | 2 |
| min in group clk0 | door_sensor | door_locked$_DFF_PP1_ | 0.48 | 3 |
| max reg2reg | mode[0]$_DFFE_PP0P_ | flip-flop | 0.22 | 2 |
| max | passward_input[0] | correct_passward$_DFFE_PN_ | 0.004 | 6 |
-- metrics by stage --
step / setup TNS [ns] / cell area [um2] / setup WS (ns)
floorplan: 0 / 251 / 0.0539
detailed placement: -1.50 / 429 / -0.439
global route: -0.00496 / 524 / -0.00496
global placement: -1.48 / 429 / -0.442
finish: 0 / 524 / 0.00450
CTS: 0 / 518 / 0.00369
-- cells by family (layout without fill, tap and decap cells) --
family,after synthesis,count (layout),synth area share
compound gates,3,3,0.0846
buf+inv,5,26,0.0746
mux,1,1,0.0398
flops,4,4,0.443
simple gates,7,7,0.159
fa+ha+maj,4,4,0.199
-- power groups by stage --
| stage | sequential [uW] | combinational, uW | clock [uW] |
|---|---|---|---|
| global route | 213 | 168 | 220 |
| finish | 210 | 154 | 186 |
| CTS | 207 | 149 | 198 |
-- Yosys cell counts, drive strengths merged --
| cell type | instances |
|---|---|
| nor2b | 1 |
| nor2 | 4 |
| dfrtp | 1 |
| or2b | 1 |
| a31oi | 1 |
| and4 | 1 |
| inv | 5 |
| dfstp | 1 |
| o32ai | 1 |
| mux2i | 1 |
| ha | 4 |
| edfxtp | 2 |
| o22ai | 1 |
-- area by class of cell --
cell class	instances	area, um2
clock buffer	4	26.3
inverter	5	21.3
fill	387	2890
multi-input combinational	15	159
sequential	4	111
tap	46	57.6
timing repair buffer	17	149
-- timing repair --
| action | 4_1_cts | 5_1_grt |
|---|---|---|
| resized | 17 | 3 |
| pin swaps | 4 | 2 |
| endpoints found under the hold margin | 0 | 0 |
| setup buffers | 4 | 0 |
| setup endpoints to repair | 6 | 4 |
Power is estimated from default activity; no workload was simulated.
